[./config.mk]
export PLATFORM = sky130hd
export DESIGN_NAME = pwm_detector
export DESIGN_NICKNAME = pwm_detector
export VERILOG_FILES = /design/flow/design.v
export SDC_FILE = /design/flow/constraint.sdc
export NUM_CORES = 4
export LEC_CHECK = 1
export CORE_UTILIZATION = 30
[./constraint.sdc]
current_design pwm_detector

set clk_period 7.1
set clk_io_pct 0.2

create_clock -name clk0 -period $clk_period [get_ports {clk}]

set non_clock_inputs [all_inputs -no_clocks]
set_input_delay [expr $clk_period * $clk_io_pct] -clock clk0 $non_clock_inputs
set_output_delay [expr $clk_period * $clk_io_pct] -clock clk0 [all_outputs]
[./run.sh]
#!/bin/bash
# OpenROAD 26Q1-2900-gdf79404cd8, Yosys 0.63+post, stock flow scripts
make -C /OpenROAD-flow-scripts/flow DESIGN_CONFIG=/design/flow/config.mk WORK_HOME=/design/flow/orfs finish
[./design.v]
module pwm_detector #(
	parameter integer 	CLK_FREQUENCY_HZ = 100000000)
	(				
	input 					clk,			 
	input 			 		reset,			 
	input 					pwm_signal,			 
	output reg	[31:0]		high_count,		 
	output reg	[31:0]		low_count);		 
	reg			[31:0]		hcount,lcount;			 
	reg 					prev_pwm; 		 
	always@(posedge clk) begin
		if (reset) begin					 
			lcount <= 32'b0;
			hcount <= 32'b0;					 
			high_count <= 32'b0;			 
			low_count <= 32'b0;				 
			prev_pwm <= 1'b0;				 
		end
		else 
		begin
		    if (prev_pwm && pwm_signal) begin 		 
				hcount <= hcount + 1; 		 
			end  
			else if(prev_pwm == 0 && pwm_signal == 0)
			begin
			     lcount <= lcount + 1;
			     if(lcount == 32'h00FFFFF)
			     begin
			         low_count <= 32'b0;
			         high_count <= 32'b0;
			     end
			end
			else if (prev_pwm == 0 && pwm_signal == 1)
			begin
			     high_count <= hcount;
			     low_count <= lcount;
			     hcount <= 1;
			end
			else if (prev_pwm == 1 && pwm_signal == 0)
			begin
			     lcount <= 1;
			end
		     prev_pwm <= pwm_signal;
		end
	end
endmodule
==> load_flow_metrics.sql <==
-- implementation run metrics
INSERT INTO impl_metrics (metric_group, metric, value, unit) VALUES
('logic_synthesis', 'ys.warnings.count', '1', ''),
('floorplan', 'placement_rows', '49', ''),
('timing', 'period_minus_ws_final', '3.62', 'ns'),
('logic_synthesis', 'yosysUniqueCellTypes', '55', ''),
('job', 'timing.max_cap.violations', '0', ''),
('cells_and_area', 'utilization', '0.382', ''),
('routing', 'route.detailed.vias_per_inst', '5.51', ''),
('cells_and_area', 'layout-drive-gt1-share', '0.0767', ''),
('setup_path', 'critical_path.slowest_cell', 'sky130_fd_sc_hd__a31oi_4', ''),
('timing', 'setup_tns', '0', 'ns'),
('cts', 'clock_path_buffers', '2', ''),
('setup_path', 'r2r-start', 'lcount[0]', ''),
('job', 'warning_count', '25', ''),
('timing', 'finalClockSkew', '0.0126', 'ns'),
('cts', 'cts_htree_levels', '4', ''),
('setup_path', 'endpoint_kind', 'flop', ''),
('grt', 'vias_in_the_first_global_route', '4463', ''),
('timing', 'fmaxAchievable', '0.276', 'GHz'),
('logic_synthesis', 'ys_dominant_reg_cell', 'sky130_fd_sc_hd__dfxtp_1', ''),
('setup_path', 'path_cells', 'clkdlybuf4s50_1 -> buf_4 -> inv_1 -> o21ai_1 -> buf_4 -> a31oi_4 -> buf_4 -> a22o_1', ''),
('setup_path', 'timing.rr.end', 'high_count[18]', ''),
('setup_path', 'crit_type', 'in -> reg', ''),
('floorplan', 'ios', '67', ''),
('logic_synthesis', 'edf_count', '0', ''),
('cts', 'cts_tree', 'done', ''),
('cts', 'cts.reportedPaths.clkPinSlew', '0.06', 'ns'),
('cts', 'postCtsSetupRepairBufs', '0', ''),
('worst_hold_path', 'hold_path.class', 'reg -> reg', ''),
('floorplan', 'fp_util', '0.308', ''),
('routing', 'drt_iter0_markers', '413', ''),
('timing', 'grt_setup_unrepaired', 'false', ''),
('power_and_ir_drop', 'p_per_area', '237', 'nW/um^2'),
('routing', 'route.antenna.diode_count', '0', ''),
('placement', 'hpwlAfterDp', '9130', 'um'),
('cts', 'cts.repair.resized', '0', ''),
('logic_synthesis', 'adder_share', '0.00451', ''),
('logic_synthesis', 'synthArstFlopShare', '0', ''),
('worst_hold_path', 'hold_end', 'high_count[9]', ''),
('setup_path', 'worstRegToRegCells', '6', ''),
('timing', 'timing.slew.headroom', '0.520', ''),
('placement', 'pre_cts_setup_slack', '3.04', 'ns'),
('logic_synthesis', 'syn_avg_cell_area', '9.23', 'um^2'),
('setup_path', 'crit_path_max_fanout', '43', ''),
('timing', 'hold_viol_final', '0', ''),
('routing', 'route.detailed.wl_per_inst', '16.1', 'um'),
('logic_synthesis', 'post_synthesis_simple_gate_area_fraction', '0.226', ''),
('logic_synthesis', 'syn-instance-count', '602', ''),
('power_and_ir_drop', 'total_leakage_power', '2.26', 'nW'),
('grt', 'first_pass_grt_wire_length', '23500', 'um'),
('logic_synthesis', 'yosys.area_share.aoi', '0.217', ''),
('cts', 'cts.sinks', '129', ''),
('timing', 'worstMarginPinSlew', '0.719', 'ns'),
('logic_synthesis', 'yosys_area', '5550', 'um^2'),
('timing', 'setup_violations', '0', ''),
('routing', 'detailroute.via_count', '4858', ''),
('worst_hold_path', 'hold_depth', '1', ''),
('timing', 'finalWorstSetupSlack', '3.48', 'ns'),
('routing', 'first_pass_iters', '5', ''),
('run_status', 'run_status', 'finished, final reports clean', ''),
('floorplan', 'core-area', '18000', 'um^2'),
('logic_synthesis', 'post_synth_main_logic_family', 'simple AND/OR/NAND/NOR gates', ''),
('cts', 'clock-root-buffer', 'sky130_fd_sc_hd__clkbuf_16', ''),
('setup_path', 'critical_path_rt', '7.45', 'ns'),
('setup_path', 'path_common_cell', 'sky130_fd_sc_hd__buf_4', ''),
('logic_synthesis', 'post_synth_instance_area', '5550', 'um^2'),
('logic_synthesis', 'synth-seq-cells', '129', ''),
('logic_synthesis', 'synth.cellmix.xorXnorShare', '0.0189', ''),
('cts', 'tritoncts.num_buffers', '17', ''),
('cells_and_area', 'p_r_area_growth_vs_syn', '24.1', '%'),
('floorplan', 'die_width', '138', 'um'),
('routing', 'drt_wl_total', '14200', 'um');
==> logic make-up (layout without fill, tap and decap cells) <==
kind of cell / after synthesis / in the layout
mux: 7 / 7
fa+ha+maj: 2 / 2
flops: 129 / 129
buf+inv: 66 / 116
compound gates: 165 / 165
xor+xnor: 12 / 12
simple gates: 221 / 221
==> flip-flops by register name, summed over array words and instances, names as in the netlist <==
signal and flops:
lcount 32, low_count 32, high_count 32, hcount 32, prev_pwm 1
==> critical path, delay by kind of cell <==
| kind | cells | cell delay, ns |
|---|---|---|
| buf+inv | 5 | 1.67 |
| compound gates | 3 | 0.83 |
==> worst max-delay path by stage <==
stage	start	endpoint	slack (ns)	depth (start not counted)
after CTS	pwm_signal	low_count[9]	3.46	8
after global routing	pwm_signal	low_count[7]	3.29	8
final	pwm_signal	high_count[18]	3.48	8
==> cells in the mapped netlist (2+ instances only) <==
master | n | area (um^2)
sky130_fd_sc_hd__nand4b_1 | 4 | 35.0
sky130_fd_sc_hd__nand2b_1 | 6 | 37.5
sky130_fd_sc_hd__a41oi_1 | 2 | 17.5
sky130_fd_sc_hd__or4_1 | 13 | 97.6
sky130_fd_sc_hd__nand3_1 | 23 | 115
sky130_fd_sc_hd__o211ai_1 | 3 | 22.5
sky130_fd_sc_hd__mux2i_1 | 6 | 60.1
sky130_fd_sc_hd__a21oi_1 | 32 | 160
sky130_fd_sc_hd__or4b_1 | 3 | 30.0
sky130_fd_sc_hd__o31ai_1 | 11 | 82.6
sky130_fd_sc_hd__a22o_1 | 62 | 543
sky130_fd_sc_hd__or3_1 | 4 | 25.0
sky130_fd_sc_hd__nor3_1 | 9 | 45.0
sky130_fd_sc_hd__buf_1 | 2 | 7.51
sky130_fd_sc_hd__o311ai_0 | 9 | 78.8
sky130_fd_sc_hd__nand2_1 | 41 | 154
sky130_fd_sc_hd__dfxtp_1 | 129 | 2580
sky130_fd_sc_hd__and2_1 | 7 | 43.8
sky130_fd_sc_hd__nor4_1 | 13 | 81.3
sky130_fd_sc_hd__ha_1 | 2 | 25.0
sky130_fd_sc_hd__buf_4 | 3 | 22.5
sky130_fd_sc_hd__buf_6 | 4 | 45.0
sky130_fd_sc_hd__o21ai_0 | 19 | 95.1
sky130_fd_sc_hd__buf_2 | 15 | 75.1
sky130_fd_sc_hd__and4_1 | 13 | 114
sky130_fd_sc_hd__nor4b_1 | 2 | 17.5
sky130_fd_sc_hd__o221ai_1 | 2 | 17.5
sky130_fd_sc_hd__nor3b_1 | 2 | 15.0
sky130_fd_sc_hd__nor2_1 | 37 | 139
sky130_fd_sc_hd__xor2_1 | 10 | 87.6
sky130_fd_sc_hd__inv_1 | 10 | 37.5
sky130_fd_sc_hd__a22oi_1 | 4 | 30.0
sky130_fd_sc_hd__a31oi_1 | 12 | 75.1
sky130_fd_sc_hd__xnor2_1 | 2 | 17.5
sky130_fd_sc_hd__clkbuf_1 | 31 | 116
sky130_fd_sc_hd__nand4_1 | 28 | 175
sky130_fd_sc_hd__and3_1 | 9 | 56.3
==> placed cells by master, fill, tap and decap left out, types with 13 or more instances in the layout <==
cell type	n
sky130_fd_sc_hd__nor2_1	37
sky130_fd_sc_hd__or4_1	13
sky130_fd_sc_hd__nand2_1	41
sky130_fd_sc_hd__nor4_1	13
sky130_fd_sc_hd__o21ai_0	19
sky130_fd_sc_hd__nand3_1	23
sky130_fd_sc_hd__clkdlybuf4s50_1	66
sky130_fd_sc_hd__clkbuf_16	17
sky130_fd_sc_hd__a22o_1	62
sky130_fd_sc_hd__and4_1	13
sky130_fd_sc_hd__dfxtp_1	129
sky130_fd_sc_hd__a21oi_1	32
sky130_fd_sc_hd__nand4_1	28
==> area by class of cell <==
cell class                      count  area (um^2)
Fill cell                        1726        11100
Multi-Input combinational cell    407         2680
Sequential cell                   129         2580
Timing Repair Buffer               74          721
Clock buffer                       17          425
Tap cell                          229          287
Clock inverter                     15          163
Inverter                           10         37.5
==> power breakdown <==
| part | internal [W] | switching, W | total [W] |
|---|---|---|---|
| registers | 0.000726 | 0.00000257 | 0.000729 |
| clock network | 0.000520 | 0.000334 | 0.000854 |
| logic | 0.0000131 | 0.0000393 | 0.0000524 |
| total | 0.00126 | 0.000375 | 0.00163 |
==> per-layer routing <==
metal,routed length (um),vias to the layer above,GRT usage,share of wire
li1,-,2388,-,-
met1,6750,2295,0.224,0.48
met2,6510,160,0.232,0.46
met3,720,15,0.0311,0.051
met4,199,0,0.0243,0.014
met5,0,-,0,0
==> metrics by stage <==
stage               std cells  instance area [um^2]  total power [W]  hold WS (ns)
global placement          849                  6300         0.000795         0.457
global route              881                  6890          0.00169         0.479
detailed placement        849                  6300         0.000796         0.460
finish                    881                  6890          0.00163         0.473
CTS                       881                  6890          0.00165         0.473
floorplan                 602                  5550         0.000783         0.420
Power is estimated from default activity; no workload was simulated.
